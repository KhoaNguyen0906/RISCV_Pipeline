File: flow/run.sh
#!/bin/bash
# OpenROAD 26Q1-2900-gdf79404cd8, Yosys 0.63+post, stock flow scripts
make -C /OpenROAD-flow-scripts/flow DESIGN_CONFIG=/design/flow/config.mk WORK_HOME=/design/flow/orfs finish
File: flow/config.mk
export PLATFORM = sky130hd
export DESIGN_NAME = pipe2
export DESIGN_NICKNAME = pipe2
export VERILOG_FILES = /design/flow/design.v
export SDC_FILE = /design/flow/constraint.sdc
export NUM_CORES = 4
export LEC_CHECK = 1
export CORE_AREA = 10 10 182 182
export DIE_AREA = 0 0 192 192
File: flow/constraint.sdc
current_design pipe2

set clk_period 1.0
set clk_io_pct 0.2

create_clock -name clk0 -period $clk_period [get_ports {clk}]

set non_clock_inputs [all_inputs -no_clocks]
set_input_delay [expr $clk_period * $clk_io_pct] -clock clk0 $non_clock_inputs
set_output_delay [expr $clk_period * $clk_io_pct] -clock clk0 [all_outputs]
File: flow/design.v
module pipe2(
	input logic [4:0] opcode,
	output logic [4:0] opcode2,
	input logic [31:0] data1,
	input logic [31:0] pc1,
	output logic [31:0] pc2,
	input logic [31:0] data2,
	output logic [31:0] data1_o,
	output logic [31:0] data2_o,
	input logic [31:0] imm,
	output logic [31:0] imm_o,
	input br_unsigned,
	input op_a_sel,
	input op_b_sel,
	input logic [3:0] alu_op,
	input mem_wren,
	input [1:0] wb_sel,
	input rd_wren,
	output rd_wren_o,
	output br_u_out,
	output op_a_sel_o,
	output op_b_sel_o,
	output logic [3:0] alu_op_o,
	output mem_wren_o,
	output logic [1:0] wb_sel_o,
	input logic [4:0] rd,
	output logic [4:0] rd_o,
	input clk,
	input logic [31:0] pc_out,
	output logic [31:0] pc_out_o,
	input logic [2:0] imm_select,
	input logic [2:0] imm_sto,
	output logic [2:0] imm_select_3,
	output logic [2:0] imm_sto_o,
	input rst
);
always @(posedge clk)
begin
	if(rst)
	begin
		data1_o <= 32'h00000000;
		data2_o <= 32'h00000000;
		imm_o <= 32'h00000000;
		br_u_out <= 0;
		op_a_sel_o <= 0;
		op_b_sel_o <= 0;
		alu_op_o <= 4'b0000;
		mem_wren_o <= 0;
		wb_sel_o <= 2'b00;
		pc2 <= 32'h00000000;
		rd_o <= 5'b00000;
		rd_wren_o <= 0;
		pc_out_o <= 32'h00000000;
		imm_select_3 <= 3'b000;
		imm_sto_o <= 3'b000;
		opcode2 <= 5'b00000;
	end
	else
	begin
		data1_o <= data1;
		data2_o <= data2;
		imm_o <= imm;
		br_u_out <= br_unsigned;
		op_a_sel_o <= op_a_sel;
		op_b_sel_o <= op_b_sel;
		alu_op_o <= alu_op;
		mem_wren_o <= mem_wren;
		wb_sel_o <= wb_sel;
		pc2 <= pc1;
		rd_o <= rd;
		rd_wren_o <= rd_wren;
		pc_out_o <= pc_out;
		imm_select_3 <= imm_select;
		imm_sto_o <= imm_sto;
		opcode2 <= opcode;
	end
end
endmodule
==> impl_metrics.yaml <==
# synthesis and place-and-route metrics
outcome:
  status: "finished, violations left"
  violations: "negative setup slack"
clock_tree:
  numCtsBuffers: 17
  cts_tree: "yes"
  root_buffer: "clkbuf_16"
  clockBufferDepth: 2
  cts-htree-levels: 4
  clock-sinks: 187
  clk_pin_slew_ns: 0.07
  cts_setup_buffers: 0
  holdBufCountCts: 0
final_timing:
  period_used_share: 1.103
  hold_slack_ns: 0.02694
  finalSetupViolCount: 187
  setup_ws_ns: -0.1026
  hold_viol: 0
  drv_slew: 0
  rsz0062_at_grt: "true"
  max_slew_margin: 0.8450
  fmax_ghz: 0.9069
  tightest_slew_ns: 0.2321
  tns_ns: -5.442
  timing.final.crit_period_ns: 1.103
setup_path:
  critPathSlowestCell: "dfxtp_4"
  cp-start-kind: "flop"
  critPathBufInv: 1
  crit_required_ns: 0.80
  cp_max_fo: 1
  critPathKind: "flop to output pin"
  cpLargestDelayFamily: "flip-flops"
  end_kind: "output pin"
  worstPathArrival_ns: 0.90
  crit_chain: "buf_6"
  cpPeakStageDelay_ns: 0.36
logic_synthesis:
  synthCells: 394
  synth_area_um2: 5045
  synth_cell_type_count: 6
  top_cell_area_share: 0.7421
  ys_area_um2: 5045
  ys.flops: 187
  synth_seq_share: 0.7421
  yosysTopAreaCell: "dfxtp_1"
  yosysWarnings: 11
  yosys-top-cells-area: "dfxtp_1 (74%), nor2b_1 (22%), and2b_1 (1.5%)"
  yosysCellCount: 394
  avgSynthCellArea_um2: 12.80
placed_design:
  port_buffers: 375
  dp_hpwl_mm: 15.80
  preCtsSetupSlack_ns: -0.1525
  dpl-instance-area_um2: 9351
  place_congestion: 0.8520
  place_inst: 1145
cells_and_area:
  syn_to_final_growth_pct: 81.15
  most-common-layout-cells: "clkdlybuf4s50_1 (187), nor2b_1 (177), buf_2 (174)"
  mostFrequentLayoutCell: "clkdlybuf4s50_1"
  final_area_um2: 9139
  fin_cells: 1178
  fin_util: 0.3158
  drive_gt1_frac: 0.3317
  final.fill_count: 2939
flow_run:
  warning_count: 27
  drv_cap: 0
routing:
  wire_per_inst_um: 16.52
  vias_per_cell: 3.289
  wl_mm: 19.46
  ant_nets: 0
  drtIter0Drc: 59
  drc: 0
  firstDrtPassIters: 4
  vias: 3875
hold_path:
  hold_path_depth: 2
  min_from: "rst"
  hold_class: "input port to flop"
  worstHoldEndpoint: "pc_out_o[22]$_SDFF_PP0_"
global_routing:
  grtUsageTotal: 0.09943
  grt_pass1_wl_mm: 26.99
  grt_pass1_vias: 4133
  grt_max_degree: 33
  grt.overflow.total: 0
  antenna_found_initial: 0
floorplanning:
  fp-utilization: 0.1743
  die_h_um: 192
  die_x_um: 192
  core_area_um2: 28940
  pin_count: 376
  rows: 62
  dieArea_um2: 36860
power_and_ir_drop:
  power_density_nw_per_um2: 1805
  ir_drop_uv: 961.2
  total_power_mw: 16.50
  leakage_nw: 4.027
cell usage after synthesis:
library cell  number
buf_2              5
and2b_1           10
dfxtp_1          187
clkbuf_1           5
nor2b_1          177
buf_4             10
how the worst max path moves through the flow:
stage	cells after the start	to	slack, ns	startpoint
5_1_grt	1	data1_o[30]	-0.15	data1_o[30]$_SDFF_PP0_
4_1_cts	1	data1_o[30]	-0.15	data1_o[30]$_SDFF_PP0_
6_report	1	data1_o[30]	-0.10	data1_o[30]$_SDFF_PP0_
power breakdown:
group / internal [mW] / switching, mW
sequential: 7.86 / 0.0909
clock: 4.00 / 2.95
combinational: 1.17 / 0.426
total: 13.0 / 3.47
state kept, by name, indices dropped and copies added (netlist names):
name and count:
mem_wren_o 1, imm_sto_o 3, wb_sel_o 2, imm_o 32
pc_out_o 32, data2_o 32, br_u_out 1, pc2 32
rd_wren_o 1, imm_select_3 3, rd_o 5, op_a_sel_o 1
alu_op_o 4, data1_o 32, opcode2 5, op_b_sel_o 1
layer usage:
metal | GRT usage | part of all wire | up-vias
met2 | 0.1749 | 0.51 | 180
met5 | 0 | 0 | -
li1 | - | - | 1957
met3 | 0.04369 | 0.097 | 5
met4 | 0.01014 | 0.0094 | 0
met1 | 0.1131 | 0.38 | 1733
what timing repair did:
item,CTS,global route
setup endpoints to repair,187,187
hold endpoints to repair,0,0
gates resized,657,18
cell type report:
| type | count | area [um2] | share of cell area |
|---|---|---|---|
| diodes | 1 | 2.502 | 0.0002738 |
| multi-input cells | 187 | 1182 | 0.1294 |
| well taps | 384 | 480.5 | 0.05257 |
| flip-flops and latches | 187 | 3789 | 0.4146 |
| repair buffers | 387 | 3090 | 0.3382 |
| clock buffers | 21 | 450.4 | 0.04929 |
| clock inverters | 11 | 143.9 | 0.01574 |
cell families (layout without fill, tap and decap cells):
| logic type | Yosys count | in the layout | share of synthesized area |
|---|---|---|---|
| simple gates | 187 | 187 | 0.2344 |
| buf+inv | 20 | 419 | 0.02356 |
| flops | 187 | 187 | 0.7421 |
| other cells | 0 | 1 | 0 |
Power figures rest on the tool's default switching activity, not on a simulated workload.
